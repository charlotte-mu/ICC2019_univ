`/design/flow/design.v`:
```
module  CONV(
	input						clk,
	input						reset,
	output	reg			busy,	
	input						ready,	
	output			[11:0]iaddr,
	input				signed [19:0]idata,	
	output	reg			cwr,
	output	reg	[11:0]caddr_wr,
	output	reg	signed [19:0]cdata_wr,
	output	reg			crd,
	output			[11:0]caddr_rd,
	input	 			signed [19:0]cdata_rd,
	output	reg 	[2:0]csel
	);
reg [5:0]iadd_x,iadd_y;
reg [11:0]iadd_reg,iadd_reg_next;
reg [5:0]crd_x,crd_y;
reg signed[39:0]multiplication_reg;
wire signed [39:0]multiplication_out;
reg signed [39:0]add_reg,add_reg_next;
reg signed [19:0]multiplication_inA,multiplication_inB;
reg signed multiplication_reg_w;
assign multiplication_out = multiplication_inA * multiplication_inB; 
reg [7:0]fsm,fsm_next;
reg [3:0]conter,conter_next;
reg iadd_read;
assign iaddr = (iadd_read)? {iadd_y,iadd_x} : 12'd0;
assign caddr_rd = (crd)? {crd_y,crd_x} : 12'd0;
always@(*)
begin
	case(conter)
		4'd0:
		begin
			iadd_y = iadd_reg[11:6] - 6'd1;
			iadd_x = iadd_reg[5:0] - 6'd1;
		end
		4'd1:
		begin
			iadd_y = iadd_reg[11:6] - 6'd1;
			iadd_x = iadd_reg[5:0];
		end
		4'd2:
		begin
			iadd_y = iadd_reg[11:6] - 6'd1;
			iadd_x = iadd_reg[5:0] + 6'd1;
		end
		4'd3:
		begin
			iadd_y = iadd_reg[11:6];
			iadd_x = iadd_reg[5:0] - 6'd1;
		end
		4'd4:
		begin
			iadd_y = iadd_reg[11:6];
			iadd_x = iadd_reg[5:0];
		end
		4'd5:
		begin
			iadd_y = iadd_reg[11:6];
			iadd_x = iadd_reg[5:0] + 6'd1;
		end
		4'd6:
		begin
			iadd_y = iadd_reg[11:6] + 6'd1;
			iadd_x = iadd_reg[5:0] - 6'd1;
		end
		4'd7:
		begin
			iadd_y = iadd_reg[11:6] + 6'd1;
			iadd_x = iadd_reg[5:0];
		end
		4'd8:
		begin
			iadd_y = iadd_reg[11:6] + 6'd1;
			iadd_x = iadd_reg[5:0] + 6'd1;
		end
		default:
		begin
			iadd_y = 6'd0;
			iadd_x = 6'd0;
		end
	endcase
end
always@(*)
begin
	case(conter)
		4'd0:
		begin
			crd_y = {iadd_reg[11:7],1'b0};
			crd_x = {iadd_reg[5:1],1'b0};
		end
		4'd1:
		begin
			crd_y = {iadd_reg[11:7],1'b0};
			crd_x = {iadd_reg[5:1],1'b1};
		end
		4'd2:
		begin
			crd_y = {iadd_reg[11:7],1'b1};
			crd_x = {iadd_reg[5:1],1'b0};
		end
		4'd3:
		begin
			crd_y = {iadd_reg[11:7],1'b1};
			crd_x = {iadd_reg[5:1],1'b1};
		end
		default:
		begin
			crd_y = 6'd0;
			crd_x = 6'd0;
		end
	endcase
end
always@(posedge clk,posedge reset)
begin
	if(reset)
	begin
		fsm <= 8'd0;
		conter <= 4'd0;
		iadd_reg <= 12'd0;
		add_reg <= 40'd0;
	end
	else
	begin
		fsm <= fsm_next;
		conter <= conter_next;
		iadd_reg <= iadd_reg_next;
		add_reg <= add_reg_next;
		if(multiplication_reg_w == 1'b1)
		begin
			multiplication_reg <= multiplication_out;
		end
		if(fsm != 8'd0)
		begin
			busy = 1'b1;
		end
		else
		begin
			busy = 1'b0;
		end
	end
end
always@(*)
begin
	case(fsm)
		8'd0:  
		begin
			fsm_next = fsm;
			iadd_read = 1'b0;
			iadd_reg_next = 12'd0;
			conter_next = 4'd0;
			multiplication_reg_w = 1'b0;
			multiplication_inA = 20'd0;
			multiplication_inB = 20'd0;
			add_reg_next = 40'd0;
			cwr = 1'b0;
			crd = 1'b0;
			caddr_wr = 12'd0;
			cdata_wr = 20'd0;
			csel = 3'b000;
			if(ready == 1'b1)
				fsm_next = 8'b1;
		end
		8'd1:  
		begin
			fsm_next = fsm;
			iadd_read = 1'b1;
			iadd_reg_next = iadd_reg;
			conter_next = conter;
			multiplication_reg_w = 1'b0;
			multiplication_inA = 20'd0;
			multiplication_inB = 20'd0;
			add_reg_next = add_reg;
			cwr = 1'b0;
			crd = 1'b0;
			caddr_wr = 12'd0;
			cdata_wr = 20'd0;
			csel = 3'b000;
			fsm_next = 8'd2;
		end
		8'd2:  
		begin
			fsm_next = fsm;
			iadd_read = 1'b1;
			iadd_reg_next = iadd_reg;
			conter_next = conter;
			multiplication_reg_w = 1'b1;
			multiplication_inA = 20'd0;
			multiplication_inB = 20'd0;
			add_reg_next = add_reg;
			cwr = 1'b0;
			crd = 1'b0;
			caddr_wr = 12'd0;
			cdata_wr = 20'd0;
			csel = 3'b000;
			fsm_next = 8'd3;
			case(conter)
				4'd0:
				begin
					if(iadd_reg[5:0] >= 6'd1 && iadd_reg[11:6] >= 6'd1)
					begin
						multiplication_inA = idata;
						multiplication_inB = 20'h0a89e;
					end
				end
				4'd1:
				begin
					if(iadd_reg[11:6] >= 6'd1)
					begin
						multiplication_inA = idata;
						multiplication_inB = 20'h092d5;
					end
				end
				4'd2:
				begin
					if(iadd_reg[5:0] <= 6'd62 && iadd_reg[11:6] >= 6'd1)
					begin
						multiplication_inA = idata;
						multiplication_inB = 20'h06d43;
					end
				end
				4'd3:
				begin
					if(iadd_reg[5:0] >= 6'd1)
					begin
						multiplication_inA = idata;
						multiplication_inB = 20'h01004;
					end
				end
				4'd4:
				begin
					multiplication_inA = idata;
					multiplication_inB = 20'hf8f71;
				end
				4'd5:
				begin
					if(iadd_reg[5:0] <= 6'd62)
					begin
						multiplication_inA = idata;
						multiplication_inB = 20'hf6e54;
					end
				end
				4'd6:
				begin
					if(iadd_reg[5:0] >= 6'd1 && iadd_reg[11:6] <= 6'd62)
					begin
						multiplication_inA = idata;
						multiplication_inB = 20'hfa6d7;
					end
				end
				4'd7:
				begin
					if(iadd_reg[11:6] <= 6'd62)
					begin
						multiplication_inA = idata;
						multiplication_inB = 20'hfc834;
					end
				end
				4'd8:
				begin
					if(iadd_reg[5:0] <= 6'd62 && iadd_reg[11:6] <= 6'd62)
					begin
						multiplication_inA = idata;
						multiplication_inB = 20'hfac19;
					end
				end
			endcase
		end
		8'd3:	 
		begin
			fsm_next = fsm;
			iadd_read = 1'b0;
			iadd_reg_next = iadd_reg;
			conter_next = conter;
			multiplication_reg_w = 1'b0;
			multiplication_inA = 20'd0;
			multiplication_inB = 20'd0;
			add_reg_next = add_reg;
			cwr = 1'b0;
			crd = 1'b0;
			caddr_wr = 12'd0;
			cdata_wr = 20'd0;
			csel = 3'b000;
			add_reg_next = add_reg + multiplication_reg;
			if(conter == 4'd9)
			begin
				conter_next = 4'd0;
				fsm_next = 8'd4;
			end
			else
			begin
				fsm_next = 8'd1;
				conter_next = conter + 4'd1;
			end
		end
		8'd4:  
		begin
			fsm_next = fsm;
			iadd_read = 1'b0;
			iadd_reg_next = iadd_reg;
			conter_next = conter;
			multiplication_reg_w = 1'b0;
			multiplication_inA = 20'd0;
			multiplication_inB = 20'd0;
			add_reg_next = add_reg + 40'h00_1310_8000;
			cwr = 1'b0;
			crd = 1'b0;
			caddr_wr = 12'd0;
			cdata_wr = 20'd0;
			csel = 3'b000;
			fsm_next = 8'd5;
		end
		8'd5:  
		begin
			fsm_next = fsm;
			iadd_read = 1'b0;
			iadd_reg_next = iadd_reg;
			conter_next = conter;
			multiplication_reg_w = 1'b0;
			multiplication_inA = 20'd0;
			multiplication_inB = 20'd0;
			add_reg_next = 40'd0;
			cwr = 1'b1;
			crd = 1'b0;
			caddr_wr = 12'd0;
			cdata_wr = 20'd0;
			csel = 3'b001;
			caddr_wr = iadd_reg;
			if(add_reg[39] == 1'b1)
			begin
				cdata_wr = 20'd0;
			end
			else
			begin
				cdata_wr = add_reg[35:16];
			end
			if(iadd_reg == 12'hfff)
			begin
				fsm_next = 8'd6;
				iadd_reg_next = 12'd0;
			end
			else
			begin
				iadd_reg_next = iadd_reg + 12'd1;
				fsm_next = 8'd1;
			end
		end
		8'd6:  
		begin
			fsm_next = fsm;
			iadd_read = 1'b0;
			iadd_reg_next = iadd_reg;
			conter_next = conter;
			multiplication_reg_w = 1'b0;
			multiplication_inA = 20'd0;
			multiplication_inB = 20'd0;
			add_reg_next = add_reg;
			cwr = 1'b0;
			crd = 1'b1;
			caddr_wr = 12'd0;
			cdata_wr = 20'd0;
			csel = 3'b001;
			if(conter == 4'd0)
			begin
				fsm_next = 8'd7;
			end
			else
			begin
				fsm_next = 8'd8;
			end
		end
		8'd7:  
		begin
			fsm_next = fsm;
			iadd_read = 1'b0;
			iadd_reg_next = iadd_reg;
			conter_next = conter + 4'd1;
			multiplication_reg_w = 1'b0;
			multiplication_inA = 20'd0;
			multiplication_inB = 20'd0;
			add_reg_next = {20'd0,cdata_rd};
			cwr = 1'b0;
			crd = 1'b1;
			caddr_wr = 12'd0;
			cdata_wr = 20'd0;
			csel = 3'b000;
			fsm_next = 8'd6;
		end
		8'd8:  
		begin
			fsm_next = fsm;
			iadd_read = 1'b0;
			iadd_reg_next = iadd_reg;
			conter_next = conter;
			multiplication_reg_w = 1'b0;
			multiplication_inA = 20'd0;
			multiplication_inB = 20'd0;
			add_reg_next = add_reg;
			cwr = 1'b0;
			crd = 1'b1;
			caddr_wr = 12'd0;
			cdata_wr = 20'd0;
			csel = 3'b000;
			if(cdata_rd > add_reg[19:0])
			begin
				add_reg_next = {20'd0,cdata_rd};
			end
			if(conter == 4'd3)
			begin
				fsm_next = 8'd9;
				conter_next = 4'd0;
			end
			else
			begin
				fsm_next = 8'd6;
				conter_next = conter + 4'd1;
			end
		end
		8'd9:  
		begin
			fsm_next = fsm;
			iadd_read = 1'b0;
			iadd_reg_next = iadd_reg;
			conter_next = conter;
			multiplication_reg_w = 1'b0;
			multiplication_inA = 20'd0;
			multiplication_inB = 20'd0;
			add_reg_next = 40'd0;
			cwr = 1'b1;
			crd = 1'b0;
			caddr_wr = 12'd0;
			cdata_wr = add_reg[19:0];
			csel = 3'b011;
			caddr_wr = {iadd_reg[11:7],iadd_reg[5:1]};
			if(iadd_reg == 12'hfbe)
			begin
				fsm_next = 8'd10;
				iadd_reg_next = 12'd0;
			end
			else
			begin
				fsm_next = 8'd6;
				if(iadd_reg[5:0] == 6'd62)
				begin
					iadd_reg_next = {iadd_reg[11:7] + 5'd1,7'd0};
				end
				else
				begin
					iadd_reg_next = {iadd_reg[11:6],iadd_reg[5:1] + 5'd1,iadd_reg[0]};
				end
			end
		end
		default:
		begin
			fsm_next = 8'd0;
			iadd_read = 1'b0;
			iadd_reg_next = 12'd0;
			conter_next = 4'd0;
			multiplication_reg_w = 1'b0;
			multiplication_inA = 20'd0;
			multiplication_inB = 20'd0;
			add_reg_next = 40'd0;
			cwr = 1'b0;
			crd = 1'b0;
			caddr_wr = 12'd0;
			cdata_wr = 20'd0;
			csel = 3'b000;
		end
	endcase
end
endmodule
```
`/design/flow/run.sh`:
```
#!/bin/bash
# OpenROAD 26Q1-2900-gdf79404cd8, Yosys 0.63+post, stock flow scripts
make -C /OpenROAD-flow-scripts/flow DESIGN_CONFIG=/design/flow/config.mk WORK_HOME=/design/flow/orfs finish
```
`/design/flow/constraint.sdc`:
```
current_design CONV

set clk_period 19.6
set clk_io_pct 0.2

create_clock -name clk0 -period $clk_period [get_ports {clk}]

set non_clock_inputs [all_inputs -no_clocks]
set_input_delay [expr $clk_period * $clk_io_pct] -clock clk0 $non_clock_inputs
set_output_delay [expr $clk_period * $clk_io_pct] -clock clk0 [all_outputs]
```
`/design/flow/config.mk`:
```
export PLATFORM = sky130hd
export DESIGN_NAME = CONV
export DESIGN_NICKNAME = CONV
export VERILOG_FILES = /design/flow/design.v
export SDC_FILE = /design/flow/constraint.sdc
export NUM_CORES = 4
export LEC_CHECK = 1
export CORE_UTILIZATION = 40
```
==> results.py <==
# Flow results
metrics = {
    "logic_synthesis": {
        "yosysMostFrequentCell": "inv_1",
        "avgSynthCellArea_sq_um": 8.502,
        "yosys_area_sq_um": 23690,
        "netlist_area_sq_um": 23690,
        "synthTopCellsByArea": "fa_1 (35%), ha_1 (9.8%), inv_1 (8.6%)",
        "synthTopCellsByCount": "inv_1 (541), fa_1 (419), nand2_1 (302)",
        "netlist_instances": 2787,
        "top_cell_area_share": 0.3540,
        "ys.warnings.count": 1,
        "edf_count": 41,
        "ys_async_sr_fraction": 0.5941,
        "synth_seq_share": 0.1153,
        "ys_ff": 101,
        "ff_type": "dfrtp_1",
        "synth_cell_types": 75,
        "yosys_cells": 2787,
        "largest_area_cell": "fa_1",
    },
    "global_routing": {
        "grtUsageMet1": 0.3645,
        "grt-ovfl-total": 0,
        "grt_max_degree": 54,
        "grt_use_total": 0.2425,
        "met2_usage": 0.3667,
        "grt_use_met3": 0.06328,
        "first_global_vias": 19810,
        "grt_antenna_before_repair": 0,
        "grt_busiest_layer": "met2",
        "grt_pass1_wl_mm": 108.9,
    },
    "final_timing": {
        "slew_violations": 0,
        "period_needed_ns": 11.15,
        "worst_pin_slew_ns": 0.8669,
        "max_freq_mhz": 89.70,
        "period_used_share": 0.5688,
        "setup_tns_ns": 0,
        "relSlewSlack": 0.4206,
        "rsz0062_at_grt": "no",
        "finalHoldViolCount": 0,
        "whs_ns": 0.5483,
        "setup_violations": 0,
        "skew_ns": 0.008773,
    },
    "power": {
        "switching_power_uw": 679.4,
        "internal_power_uw": 728.0,
        "combPwrFrac": 0.604,
        "leakage_uw": 0.01233,
        "vdd.ir_drop.worst_mv": 0.05261,
        "p_per_area_nw_per_um2": 54.71,
        "switching_share": 0.4828,
        "p_clk_frac": 0.137,
        "total_power_uw": 1407,
        "seqPwrFrac": 0.259,
    },
    "status": {
        "status": "complete, no violations",
    },
    "detailed_routing": {
        "drc": 0,
        "num_antenna_cells": 0,
        "dr.first_iter.drc_count": 1064,
        "route.vias.total": 18940,
        "via_per_inst": 5.286,
        "drtAntennaViolNets": 0,
        "wl_per_cell_microns": 18.54,
        "wl_mm": 66.43,
        "first_pass_iters": 5,
    },
    "layout": {
        "fillers": 5643,
        "area_delta_synth_final_pct": 8.565,
        "fin_util": 0.4425,
        "combGateArea_sq_um": 18410,
        "drive_above_1_share": 0.03229,
        "register_area_sq_um": 2733,
    },
    "floorplanning": {
        "die_area_sq_um": 60210,
        "initCoreUtil": 0.4076,
        "die_x_microns": 245.4,
        "design.portCount": 105,
        "core_area_sq_um": 58140,
        "num_rows": 88,
        "die_y_microns": 245.4,
    },
    "clock_tree": {
        "cts_setup_buffers": 0,
        "tritoncts": "done",
        "insertion_delay_ns": 0.36,
        "cts_made_buffers": 9,
        "htree_levels": 3,
        "cts_root_buf": "clkbuf_16",
        "cts_resized": 0,
        "clk_pin_slew_ns": 0.07,
        "clock_tree.buffer_depth": 2,
        "clock_sinks": 101,
        "holdBufCountCts": 0,
    },
    "place": {
        "place_hpwl_mm": 55.59,
        "gp_congestion": 0.9743,
        "io_buffers": 103,
    },
    "setup_path": {
        "critPathMaxFanout": 9,
        "crit_type": "in -> reg",
        "reg2reg_depth": 34,
        "required_ns": 19.70,
        "crit_path_start_kind": "primary input",
        "cp-end-kind": "flip-flop",
        "cp.arrival_ns": 11.25,
        "r2r_setup_slack_ns": 9.56,
        "crit_slowest_cell": "clkdlybuf4s50_1",
        "cp_slowest_stage_delay_ns": 0.65,
    },
    "hold_path": {
        "hold_path_depth": 2,
        "hold_class": "reg -> reg",
    },
    "job": {
        "warnings": 38,
        "cap_viol_max_count": 0,
    },
}
layout by cell type, fill, tap and decap left out, drive strengths merged, types with 7 or more instances in the layout:
cell type / count
a211oi: 23
a21o: 39
a21oi: 135
a221oi: 27
a31oi: 14
and2: 81
and3: 29
buf: 32
clkbuf: 9
clkdlybuf4s50: 103
dfrtp: 60
edfxtp: 41
fa: 419
ha: 185
inv: 542
nand2: 313
nand2b: 14
nand3: 64
nand4: 21
nor2: 260
nor2b: 15
nor3: 35
nor4: 7
o211ai: 12
o21a: 13
o21ai: 114
o21bai: 11
o22ai: 23
o31ai: 11
or3: 7
xnor2: 66
xor2: 17
cells by family (layout without fill, tap and decap cells):
logic type,count (synthesis),count (layout),synth area share
multiplexers,2,2,0.0008449
flip-flops,101,101,0.1153
buffers and inverters,662,693,0.1088
AND-OR/OR-AND,473,473,0.1276
other,1,1,0.0001583
XOR/XNOR,83,83,0.03068
AND/OR/NAND/NOR,861,861,0.1649
adder cells (fa/ha/maj),604,604,0.4517
path summary, 6_finish.rpt:
| kind | from | endpoint |
|---|---|---|
| worst max-delay path | idata[10] | multiplication_reg[38] |
| worst min-delay path | add_reg[14] | add_reg[14] |
| worst max register to register | iadd_reg[7] | multiplication_reg[38] |
| worst min register to register | add_reg[14] | add_reg[14] |
| max in group asynchronous | reset | add_reg[19] |
| min in group asynchronous | reset | iadd_reg[10] |
power by group through the flow:
stage / registers (uW) / clock network, uW / logic, uW
after CTS: 361 / 198 / 843
after global routing: 372 / 204 / 946
final: 364 / 193 / 849
final cells by class:
| class | instances | share of cell area |
|---|---|---|
| multi-input combinational | 2024 | 0.7158 |
| sequential | 101 | 0.1062 |
| inverter | 542 | 0.07909 |
| timing repair buffer | 135 | 0.04942 |
| tap | 765 | 0.03721 |
| clock buffer | 9 | 0.008755 |
| clock inverter | 7 | 0.003453 |
metrics by stage:
stage          cell area, sq um  setup slack [ns]  std cells
2_1_floorplan             23690             9.199       2787
3_3_place_gp              25410             8.204       3567
3_5_place_dp              25410             8.088       3567
4_1_cts                   25720             8.464       3583
5_1_grt                   25720             7.955       3583
6_report                  25720             8.452       3583
routing by layer:
layer | vias up | wire length [microns]
li1 | 8917 | -
met5 | - | 0
met3 | 88 | 5388
met4 | 0 | 1834
met2 | 734 | 29640
met1 | 9201 | 29570
worst max-delay path, delay by kind of cell:
kind            cells  cell delay (ns)
fa+ha+maj           8             3.82
compound gates      6             1.58
buf+inv             8             1.01
simple gates        4             0.81
xor+xnor            1             0.10
Power and IR drop assume default switching activity.
